[design/flow/run.sh]
#!/bin/bash
# OpenROAD 26Q1-2900-gdf79404cd8, Yosys 0.63+post, stock flow scripts
make -C /OpenROAD-flow-scripts/flow DESIGN_CONFIG=/design/flow/config.mk WORK_HOME=/design/flow/orfs finish
[design/flow/config.mk]
export PLATFORM = sky130hd
export DESIGN_NAME = ARB0001d
export DESIGN_NICKNAME = ARB0001d
export VERILOG_FILES = /design/flow/design.v
export SDC_FILE = /design/flow/constraint.sdc
export NUM_CORES = 4
export LEC_CHECK = 1
export CORE_AREA = 10 10 70 70
export DIE_AREA = 0 0 80 80
[design/flow/constraint.sdc]
current_design ARB0001d

set clk_period 2.5
set clk_io_pct 0.2

create_clock -name clk0 -period $clk_period [get_ports {CLK}]

set non_clock_inputs [all_inputs -no_clocks]
set_input_delay [expr $clk_period * $clk_io_pct] -clock clk0 $non_clock_inputs
set_output_delay [expr $clk_period * $clk_io_pct] -clock clk0 [all_outputs]
[design/flow/design.v]
module ARB0001d (
  input         CLK,
  input         RST,
  input         CYC3,
  input         CYC2,
  input         CYC1,
  input         CYC0,
  output        COMCYC,
  output [1:0]  GNT,
  output        GNT3,
  output        GNT2,
  output        GNT1,
  output        GNT0
);
   wire       BEG;        
   reg        LCOMCYC;
   reg        LGNT0, LGNT1, LGNT2, LGNT3;
   wire [1:0] LGNT;
    always @ (posedge CLK) begin
      LGNT0 <= (~RST & BEG & LGNT == 2'b00 & ~CYC3 & ~CYC2 & ~CYC1 & CYC0) | 
               (~RST & BEG & LGNT == 2'b01 & ~CYC3 & ~CYC2         & CYC0) |  
               (~RST & BEG & LGNT == 2'b10 & ~CYC3                 & CYC0) | 
               (~RST & BEG & LGNT == 2'b11 &                       & CYC0) |
               (~RST & ~BEG & LGNT0);
      LGNT1 <= (~RST & BEG & LGNT == 2'b00                         & CYC1) | 
               (~RST & BEG & LGNT == 2'b01 & ~CYC2 & ~CYC3 & ~CYC0 & CYC1) |  
               (~RST & BEG & LGNT == 2'b10 & ~CYC3 & ~CYC0         & CYC1) | 
               (~RST & BEG & LGNT == 2'b11 & ~CYC0                 & CYC1) |
               (~RST & ~BEG & LGNT1);
      LGNT2 <= (~RST & BEG & LGNT == 2'b00 & ~CYC1                 & CYC2) | 
               (~RST & BEG & LGNT == 2'b01                         & CYC2) |
               (~RST & BEG & LGNT == 2'b10 & ~CYC3 & ~CYC0 & ~CYC1 & CYC2) | 
               (~RST & BEG & LGNT == 2'b11 & ~CYC0 & ~CYC1         & CYC2) |
               (~RST & ~BEG & LGNT2);
      LGNT3 <= (~RST & BEG & LGNT == 2'b00 & ~CYC1 & ~CYC2         & CYC3) | 
               (~RST & BEG & LGNT == 2'b01 & ~CYC2                 & CYC3) |
               (~RST & BEG & LGNT == 2'b10                         & CYC3) |
               (~RST & BEG & LGNT == 2'b11 & ~CYC0 & ~CYC1 & ~CYC2 & CYC3) |
               (~RST & ~BEG & LGNT3);
    end
   always @ (posedge CLK) begin
     LCOMCYC <= ~RST & BEG;
   end
   assign BEG = ( CYC3 | CYC2 | CYC1 | CYC0 );
    assign COMCYC = LCOMCYC ;
    assign LGNT[1] =   LGNT3 | LGNT2;
    assign LGNT[0] =   LGNT3 | LGNT1;
    assign GNT  = LGNT;
    assign GNT0 = LGNT0;
    assign GNT1 = LGNT1;
    assign GNT2 = LGNT2;
    assign GNT3 = LGNT3;
endmodule 
==> ci_impl_report.md <==
### Metrics collected by this job

| Metric | Value |
|---|---|
| Status | `complete, no violations` |
| Row count | `21` |
| Clk sinks | `5` |
| Grt ovf | `0` |
| # Cells Yosys | `34` |
| Log Warnings | `25` |
| Post-synth area hogs | `dfxtp_1, nor4_4, a21oi_1` |
| WS Path Type | `reg -> out` |
| RD Place Congestion | `0.809` |
| CTS tree | `yes` |
| Met1 WL | `369 um` |
| Met3 WL post-DR | `87 um` |
| Pwr per Cell Area | `495 nW/um^2` |
| DIE AREA | `6400 um^2` |
| Total Routed Length | `935 um` |
| Net Switching | `62.3 uW` |
| Min Tclk post-route | `1.93 ns` |
| Top cell type's share of synthesized area | `34.9%` |
| Routed wl met2 | `478 um` |
| Setup bufs post-CTS | `0` |
| Share of layout cells above drive strength 1 | `10.0%` |
| Antenna cell count | `0` |
| Relative slew slack | `73.0%` |
| Finished Cell Area | `490 um^2` |
| Antenna violations before repair | `0` |
| Hold-fix buffers, CTS | `0` |
| Slew Viols, Final | `0` |
| Synthesis-to-finish area growth | `71.2%` |
| Logic pwr share | `24.5%` |
| Detail Route Antenna Nets | `0` |
| Max incr delay on CP | `0.41 ns` |
| Yosys Chip Area | `287 um^2` |
| Worst Skew | `0.00519 ns` |
| Critical Path End Type | `primary output` |
| Fmax | `518 MHz` |
| Seq pwr share | `37.5%` |
| Most frequent logic cells in the routed design | `clkdlybuf4s50_1, dfxtp_1, nor2_1` |
| First-pass GRT wire length | `1580 um` |
| I/O Buffers | `12` |
| Worst slew pin tran | `0.403 ns` |
| Final Hold Violating Endpoints | `0` |
| Reg2Reg Setup Slack | `1.23 ns` |
| Fin crit share | `77.2%` |
| H-tree level count | `1` |
| Clk slew on worst S/H paths | `0.05 ns` |
| Crit-path max FO | `6` |
| Max Cap Viol | `0` |
| GR Util All Layers | `2.99%` |
| Syn Inst Count | `34` |
| Die Ht | `80 um` |
| Placed inst area | `464 um^2` |
| Setup TNS | `0 ns` |
| Vias | `319` |
| Insertion Delay late pin | `0.24 ns` |
| Drt drc | `0` |
| Routed len/inst | `9.74 um` |
| Core area | `3420 um^2` |
| Startpoint types | `flop` |
| RSZ-0062 raised after global routing | `false` |
| Drt initial violations | `7` |
| Root buf cell | `clkbuf_4` |
| Unique cell types | `17` |
| Top cell excl fill/tap | `clkdlybuf4s50_1` |
| Net Sw Frac | `25.7%` |
| CTS resizes | `0` |
| Clock Tree Buf Depth | `2` |
| Vias in the first global route | `328` |
| Path type of the worst min-delay path | `reg -> reg` |
| Worst path cell trace | `nor2_1 -> inv_1 -> clkdlybuf4s50_1` |
| Worst vdd ir | `0.338 mV` |
| Worst path top cell family by delay | `buffers and inverters` |
| Top sig layer | `met3` |
| Synth Cell Area | `287 um^2` |
| Leakage power total | `0.000159 uW` |
| WP data required | `2.00 ns` |
| # IOs | `13` |
| Synth area leader | `dfxtp_1` |
| Num CTS Buffers | `3` |
| Setup violators final | `0` |
| Post-DP HPWL | `754 um` |
| Yosys warns | `1` |
| Synth flops | `5` |
| Slowest CP cell | `clkdlybuf4s50_1` |
| Pint | `180 uW` |
| Die X-Extent | `80 um` |
| Buffers & Inverters on Critical Path | `2` |
| Fp_density | `8.39%` |
| Synth Area per Inst | `8.43 um^2` |
| Critical Path AT | `1.43 ns` |
| DRT Pass-1 Iters | `4` |
| Register area share after synthesis | `34.9%` |
| Clock share of power | `38.0%` |
| Vias per cell | `3.32` |
| Pin count of the biggest net entering global routing | `9` |
worst reg2reg max path, delay by kind of cell (launching register included):
kind | cells | cell delay, ns
and+or+nand+nor | 1 | 0.35
DFF | 1 | 0.35
AOI/OAI and AO/OA | 3 | 0.46
state kept, by name, summed over array words and instances (netlist names):
signal	cells
LGNT2	1
LGNT0	1
LGNT1	1
LGNT3	1
LCOMCYC	1
per-stage QoR:
| step | power (uW) | cells | hold slack, ns | setup slack, ns | utilization [%] |
|---|---|---|---|---|---|
| detailed placement | 153 | 92 | 0.497 | 0.626 | 13.6 |
| global route | 261 | 96 | 0.537 | 0.445 | 14.4 |
| global placement | 153 | 92 | 0.496 | 0.608 | 13.6 |
| floorplan | 114 | 34 | 0.427 | 1.36 | - |
| CTS | 248 | 96 | 0.509 | 0.556 | 14.4 |
| finish | 243 | 96 | 0.503 | 0.571 | 14.4 |
area by class of cell:
cell class	count	area (um^2)
clock buffers	4	26.3
fillers	399	2930
inverters	2	7.51
multi-input cells	27	179
flip-flops and latches	5	100
well taps	46	57.6
repair buffers	12	120
per-layer routing:
metal	global-route usage, %	vias to the layer above
met2	4.65	10
met5	0	-
met3	1.82	0
li1	-	161
met1	3.46	148
met4	0.528	0
cell usage after synthesis:
cell      number
and2b_1        1
a211oi_1       1
nor2b_1        1
or2_1          1
a21oi_1        4
o21ai_0        3
nor2_1         5
a22o_1         1
nor4_4         1
nand2_1        2
dfxtp_1        5
nand3b_1       1
nor3_1         1
a32oi_1        2
o21bai_1       2
inv_1          2
a221oi_2       1
power groups by stage:
stage / sequential (uW) / clock (uW) / combinational, uW
4_1_cts: 91.2 / 96.3 / 60.8
5_1_grt: 92.0 / 102 / 66.7
6_report: 91.1 / 92.1 / 59.5
final timing paths:
path	startpoint	to	cells past startpoint
max reg2reg	LGNT3$_DFF_P_	LGNT2$_DFF_P_	4
min	LGNT0$_DFF_P_	LGNT0$_DFF_P_	2
max	LGNT3$_DFF_P_	GNT[0]	3
min reg2reg	LGNT0$_DFF_P_	LGNT0$_DFF_P_	2
kinds of logic after synthesis:
| logic type | Yosys count | synth area share, % |
|---|---|---|
| AOI/OAI and AO/OA | 14 | 34.5 |
| and+or+nand+nor | 13 | 28.0 |
| DFF | 5 | 34.9 |
| buffers and inverters | 2 | 2.62 |
Power and IR drop assume default switching activity.
