--- /design/flow/run.sh ---
#!/bin/bash
# OpenROAD 26Q1-2900-gdf79404cd8, Yosys 0.63+post, stock flow scripts
make -C /OpenROAD-flow-scripts/flow DESIGN_CONFIG=/design/flow/config.mk WORK_HOME=/design/flow/orfs finish
--- /design/flow/config.mk ---
export PLATFORM = sky130hd
export DESIGN_NAME = DMA0001b
export DESIGN_NICKNAME = DMA0001b
export VERILOG_FILES = /design/flow/design.v
export SDC_FILE = /design/flow/constraint.sdc
export NUM_CORES = 4
export LEC_CHECK = 1
export CORE_UTILIZATION = 50
--- /design/flow/constraint.sdc ---
current_design DMA0001b

set clk_period 3.6
set clk_io_pct 0.2

create_clock -name clk0 -period $clk_period [get_ports {CLK_I}]

set non_clock_inputs [all_inputs -no_clocks]
set_input_delay [expr $clk_period * $clk_io_pct] -clock clk0 $non_clock_inputs
set_output_delay [expr $clk_period * $clk_io_pct] -clock clk0 [all_outputs]
--- /design/flow/design.v ---
module DMA0001b (
  input          ACK_I,
  output  [4:0]  ADR_O,
  input          CLK_I,
  output         CYC_O,
  input  [31:0]  DAT_I,
  output [31:0]  DAT_O,
  input          RST_I,
  output         SEL_O,
  output         STB_O,
  output         WE_O,
  input          DMODE,
  input   [1:0]  IA,
  input  [31:0]  ID
);
  wire         INC;    
  wire         INP;    
  wire         TC;     
  reg          WE;     
  reg          SAS;    
  reg    [4:0] LADR_O; 
  reg   [31:0] LBDAT;  
  reg   [31:0] LDAT_O; 
  always @ (posedge CLK_I) begin
    SAS <= ~RST_I & ~(SAS & INP);  
    WE  <= ~RST_I & ~(WE ^ SAS);   
  end
  assign INP = ( ~DMODE & INC ) | ( DMODE & TC );
  assign TC = LADR_O[2] & LADR_O[1] & LADR_O[0];
  assign INC = ACK_I & SAS;
  always @ (posedge CLK_I) begin
    if (RST_I)
      LBDAT <= 32'b0;
    else if( INC & ~WE )  
      LBDAT <= DAT_I;
  end
  always @ (posedge CLK_I) begin
    if (RST_I)
      LDAT_O <= ID;
    else if (INC & ~WE)
      LDAT_O <= LBDAT;
  end
  always @ (posedge CLK_I) begin
    if (RST_I)
      LADR_O[2:0] <= 3'b0;
    else if (INC)
      LADR_O[2:0] <= LADR_O[2:0] + 3'b1;
  end
  always @ (posedge CLK_I) begin
    if (RST_I)
      LADR_O[4:3] <= IA;
    else 
      LADR_O[4:3] <= LADR_O[4:3];
  end
  assign ADR_O = LADR_O;
  assign CYC_O = SAS;
  assign DAT_O = LDAT_O;
  assign SEL_O = 1'b1;
  assign STB_O = SAS;
  assign WE_O  = WE;
endmodule 
==> README.md <==
| Item | This run |
|:---|:---|
| Hold EP | LBDAT[22] |
| Synth Instances | 268 |
| Number of buffers added on ports | 109 |
| Final period demand of the worst path | 2.110 ns |
| Routed wire length | 5.395 mm |
| Reg power frac | 53.4% |
| Grt total ovfl | 0 |
| TritonCTS clock tree | built |
| Area growth from synthesis to layout | 40.74% |
| Most used logic cell in the final layout | sky130_fd_sc_hd__clkdlybuf4s50_1 |
| Yosys synthesis warning count | 1 |
| Sequential cell area | 1762 sq um |
| Placed wire-length estimate after detailed placement | 3.498 mm |
| Worst Path Arrival | 2.09 ns |
| Period utilization | 58.60% |
| Number of hold violations in the final report | 0 |
| Number of global-route vias before repair | 1853 |
| Diodes inserted | 0 |
| Reg-to-reg startpoint | SAS |
| Core box area | 5642 sq um |
| Fmax achieved | 474.0 MHz |
| Worst setup startpoint | ACK_I |
| Critical path start-end classification | in2reg |
| Post-layout util | 75.16% |
| # hold bufs at CTS | 0 |
| Number of primary I/O pins | 111 |
| Worst-margin pin slew | 0.5739 ns |
| Horizontal extent of the die | 79.63 um |
| RePlAce Congestion | 0.7603 |
| Total clock sinks | 71 |
| CTS Buf Count | 9 |
| Tool warnings | 26 |
| Syn Area/Cell | 11.24 sq um |
| Reg2reg setup slack | 1.91 ns |
| Non-filler instance count after layout | 450 |
| Total area of multi-input combinational cells | 1100 sq um |
| Leakage power | 1.723 nW |
| Total power density per cell area | 410.1 nW/um^2 |
| Fraction of layout instances using a drive strength above 1 | 5.820% |
| Count of instances resized after the clock tree is built | 0 |
| Via/cell ratio | 4.613 |
| Synthesized chip area reported by yosys | 3013 sq um |
| WL per Instance | 11.99 um |
| Internal portion of total power | 0.001387 W |
| Status | completed |
| Commonest cells after routing, fill and taps aside | sky130_fd_sc_hd__clkdlybuf4s50_1, sky130_fd_sc_hd__nand2_1, sky130_fd_sc_hd__nand2b_1, sky130_fd_sc_hd__dfxtp_1, sky130_fd_sc_hd__edfxtp_1 |
| Number of design-rule violations left by the first detailed-router iteration | 72 |
| Worst Setup Slack, final | 1.490 ns |
| Filler cell count in the final layout | 404 |
| Insertion delay of the later-clocked pin in the worst-skew pair | 0.32 ns |
| Reg-to-Reg End | LDAT_O[23] |
| Worst path slowest cell | sky130_fd_sc_hd__clkdlybuf4s50_1 |
| Count of nets left with antenna violations after detail routing | 0 |
| Sequence of cells on the critical path | clkdlybuf4s50_1, and3b_2, or2_2, buf_4 |
| Worst vdd rail ir drop | 0.0002317 V |
| Number of iterations in the first detailed-routing pass | 4 |
| Share of the yosys chip area belonging to registers | 58.47% |
| Overall routing resource usage | 18.01% |
| Largest net degree at the start of global routing | 73 |
| Final setup TNS | 0 ns |
| Final setup violating endpoints | 0 |
| Fin Clk Skew | 0.008188 ns |
| Count of standard-cell rows | 27 |
| Unrepaired setup endpoints after global routing | false |
| Detailed-route DRC error count | 0 |
| Required arrival time at the worst endpoint | 3.58 ns |
| First-pass GRT wire length | 8.459 mm |
| Area of the mapped netlist | 3013 sq um |
| Total placed cells including tap cells | 434 |
| Die height | 79.63 um |
| Switching power | 0.0003521 W |
| Pins Over Slew Limit | 0 |
| Floorplan-stage core utilization | 53.40% |
| Reg2reg path depth | 3 |
| Kind of capture point of the worst setup path | flip-flop |
| Maximum capacitance violations | 0 |
| Number of levels in the clock H-tree | 3 |
| Clock network fraction of design power | 32.5% |
| Clock edge transition at the registers on the reported setup and hold paths | 0.07 ns |
| Buffers inserted during post-CTS setup optimization | 0 |
| Yosys Instances | 268 |
| Worst slew margin relative to its limit | 61.74% |
| Share of power burned in combinational logic | 14.1% |
| Minimum setup slack after placement | 1.157 ns |
| Fraction of power spent switching nets | 20.25% |
| Startpoint of the worst hold path | LBDAT[22] |
| Class of the most critical hold timing path | reg2reg |
| Top fanout value on the critical path | 28 |
| Number of unique standard cell types used by synthesis | 25 |
| Vias | 2076 |
| Die area | 6340 sq um |
| Initial antenna violation count | 0 |
| Root cell of the clock tree | sky130_fd_sc_hd__clkbuf_8 |
| Largest stage delay, worst path | 0.58 ns |
| Hold Path Stages | 2 |
| Flops & latches, synth | 71 |
| Buffers from clock root to sink, at most | 2 |
| Crit path launch type | input pin |
==> layer usage <==
layer / share of wire (%) / wire length, um / vias up / track usage, %
met4: 0.70 / 38 / 0 / 2.909
li1: - / - / 1086 / -
met5: 0 / 0 / - / 0
met3: 8.0 / 429 / 4 / 4.988
met1: 48 / 2565 / 916 / 30.08
met2: 44 / 2362 / 70 / 25.38
==> worst max-delay path by stage <==
stage                         to  slack (ns)  cells past startpoint
final                 LDAT_O[23]        1.49                      4
after global routing       CYC_O        1.42                      1
after CTS                  CYC_O        1.47                      1
==> sequential cells by signal, summed over array words and instances, names as in the netlist <==
register  flops
LDAT_O       32
SAS           1
LADR_O        5
LBDAT        32
WE            1
==> area by class of cell <==
type | count | area share [%]
repair buffers | 112 | 26.14
multi-input cells | 179 | 25.94
flip-flops and latches | 71 | 41.55
well taps | 72 | 2.125
clock buffers | 16 | 4.249
==> power groups by stage <==
stage                 combinational, W  sequential, W  clock, W
final                         0.000245       0.000928  0.000565
after global routing          0.000271       0.000934  0.000611
after CTS                     0.000249       0.000929  0.000578
==> worst max-delay path: cells and delay by family <==
kind                   cells  cell delay [ns]
buffers and inverters      2             0.95
AND/OR/NAND/NOR            2             0.39
==> cells in the mapped netlist (all sizes together) <==
master   n  share of area, %
nand2   64               8.0
nand2b  64                13
dfxtp   37                25
edfxtp  34                34
mux2i   32                11
buf     12               4.3
clkbuf   6              0.75
a21bo    2              0.66
a21oi    2              0.33
and3b    2              0.62
nand3    2              0.33
nor2     2              0.25
a311oi   1              0.29
and3     1              0.21
conb     1              0.12
ha       1              0.42
mux2     1              0.37
nand3b   1              0.25
nor2b    1              0.21
or2      1              0.21
xor2     1              0.29
==> cell families (layout without fill, tap and decap cells) <==
kind of cell / Yosys count / in the layout / synth area share [%]
other cells: 1 / 1 / 0.1245
flops: 71 / 71 / 58.47
buf+inv: 18 / 128 / 5.067
compound gates: 5 / 5 / 1.287
mux: 33 / 33 / 11.01
xor+xnor: 1 / 1 / 0.2908
fa+ha+maj: 1 / 1 / 0.4152
simple gates: 138 / 138 / 23.34
==> per-stage QoR <==
stage | total power (W) | hold slack, ns | cell area (sq um)
floorplan | 0.001040 | 0.4582 | 3013
finish | 0.001739 | 0.4826 | 4240
global placement | 0.001190 | 0.4703 | 4060
CTS | 0.001756 | 0.4878 | 4240
detailed placement | 0.001193 | 0.4769 | 4060
global route | 0.001815 | 0.4970 | 4240
Power is estimated from default activity; no workload was simulated.
