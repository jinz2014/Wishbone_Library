--- design.v ---
module ARB0001b (
  input         CLK,
  input         RST,
  input         CYC3,
  input         CYC2,
  input         CYC1,
  input         CYC0,
  output        COMCYC,
  output [1:0]  GNT,
  output        GNT3,
  output        GNT2,
  output        GNT1,
  output        GNT0
);
    reg  [1:0] LMAS;   
    reg        EDGE;       
    reg        LASMAS;    
    reg        LGNT0;      
    reg        LGNT1;      
    reg        LGNT2;      
    reg        LGNT3;      
    wire [1:0] LGNT;
    wire       BEG;        
    wire       LCOMCYC;    
    always @ (posedge CLK) begin
      LGNT0 <= (~RST & ~LCOMCYC & LMAS == 2'b00 & ~CYC3 & ~CYC2 & ~CYC1 & CYC0) | 
               (~RST & ~LCOMCYC & LMAS == 2'b01 & ~CYC3 & ~CYC2         & CYC0) |  
               (~RST & ~LCOMCYC & LMAS == 2'b10 & ~CYC3                 & CYC0) | 
               (~RST & ~LCOMCYC & LMAS == 2'b11 &                       & CYC0) | 
               (~RST &  LCOMCYC & LGNT0); 
      LGNT1 <= (~RST & ~LCOMCYC & LMAS == 2'b00                         & CYC1) | 
               (~RST & ~LCOMCYC & LMAS == 2'b01 & ~CYC2 & ~CYC3 & ~CYC0 & CYC1) |  
               (~RST & ~LCOMCYC & LMAS == 2'b10 & ~CYC3 & ~CYC0         & CYC1) | 
               (~RST & ~LCOMCYC & LMAS == 2'b11 & ~CYC0                 & CYC1) | 
               (~RST &  LCOMCYC & LGNT1); 
      LGNT2 <= (~RST & ~LCOMCYC & LMAS == 2'b00 & ~CYC1                 & CYC2) | 
               (~RST & ~LCOMCYC & LMAS == 2'b01                         & CYC2) |
               (~RST & ~LCOMCYC & LMAS == 2'b10 & ~CYC3 & ~CYC0 & ~CYC1 & CYC2) | 
               (~RST & ~LCOMCYC & LMAS == 2'b11 & ~CYC0 & ~CYC1         & CYC2) | 
               (~RST &  LCOMCYC & LGNT2); 
      LGNT3 <= (~RST & ~LCOMCYC & LMAS == 2'b00 & ~CYC1 & ~CYC2         & CYC3) | 
               (~RST & ~LCOMCYC & LMAS == 2'b01 & ~CYC2                 & CYC3) |
               (~RST & ~LCOMCYC & LMAS == 2'b10                         & CYC3) |
               (~RST & ~LCOMCYC & LMAS == 2'b11 & ~CYC0 & ~CYC1 & ~CYC2 & CYC3) | 
               (~RST &  LCOMCYC & LGNT3); 
    end
    assign BEG = ( CYC3 | CYC2 | CYC1 | CYC0 ) & ~LCOMCYC;
    always @ (posedge CLK) begin
      LASMAS <= BEG & ~EDGE & ~LASMAS;
      EDGE   <= BEG & ~EDGE & LASMAS | BEG & EDGE & ~LASMAS;
    end
    assign LCOMCYC = ( CYC3 & LGNT3 ) | ( CYC2 & LGNT2 ) | 
                     ( CYC1 & LGNT1 ) | ( CYC0 & LGNT0 );
    assign LGNT[1] =   LGNT3 | LGNT2;
    assign LGNT[0] =   LGNT3 | LGNT1;
    always @ (posedge CLK) begin
      if (RST) begin
        LMAS <= 2'b00;
      end
      else if (LASMAS) begin
        LMAS <= LGNT; 
      end
    end
    assign COMCYC = LCOMCYC;
    assign GNT    = LGNT;
    assign GNT3   = LGNT3;
    assign GNT2   = LGNT2;
    assign GNT1   = LGNT1;
    assign GNT0   = LGNT0;
endmodule 
--- run.sh ---
#!/bin/bash
# OpenROAD 26Q1-2900-gdf79404cd8, Yosys 0.63+post, stock flow scripts
make -C /OpenROAD-flow-scripts/flow DESIGN_CONFIG=/design/flow/config.mk WORK_HOME=/design/flow/orfs finish
--- config.mk ---
export PLATFORM = sky130hd
export DESIGN_NAME = ARB0001b
export DESIGN_NICKNAME = ARB0001b
export VERILOG_FILES = /design/flow/design.v
export SDC_FILE = /design/flow/constraint.sdc
export NUM_CORES = 4
export LEC_CHECK = 1
export CORE_AREA = 10 10 72 72
export DIE_AREA = 0 0 82 82
--- constraint.sdc ---
current_design ARB0001b

set clk_period 2.1
set clk_io_pct 0.2

create_clock -name clk0 -period $clk_period [get_ports {CLK}]

set non_clock_inputs [all_inputs -no_clocks]
set_input_delay [expr $clk_period * $clk_io_pct] -clock clk0 $non_clock_inputs
set_output_delay [expr $clk_period * $clk_io_pct] -clock clk0 [all_outputs]
==> ci_impl_report.md <==
## PnR job results

| Metric | Value |
|---|---|
| Area of all sequential standard cells | 160 µm² |
| Total cells reported by yosys after synthesis | 48 |
| Clock Latency Late Sink | 220 ps |
| CTS buffer count | 3 |
| Top achievable clock speed | 498 MHz |
| Largest net degree at the start of global routing | 9 |
| Flops after synth | 8 |
| Clock tree from TritonCTS | done |
| Clock root buffer | clkbuf_8 |
| Register share after synthesis | 0.369 |
| Buffers inserted during post-CTS setup optimization | 0 |
| Post-DR wirelength/cell | around 11 µm |
| Area enclosed by the die boundary | 6720 µm² |
| Top Ports | 13 |
| Yosys-reported design area after synthesis | approximately 430 µm² |
| Number of violations of the max-capacitance limit | 0 |
| Chip Height | 82 µm |
| Post-route ant nets | 0 |
| Run status | completed |
| Worst reg2reg startpoint | LGNT3$_DFF_P_ |
| Launching instance or port of the critical path | CYC3 |
| Minimum setup slack in the final design | between 90 and 100 ps |
| Number of antenna violations at the first check in global routing | 0 |
| Worst hold path startpoint | EDGE$_DFF_P_ |
| Sum of net half-perimeters after detailed placement | around 970 µm |
| Routability-driven placement congestion ratio | 0.764 |
| Filler cells | 423 |
| Number of gates resized after cts | 0 |
| Arrival time at the worst endpoint | 1590 ps |
| Sinks on the clock net | 8 |
| Tcrit/Tclk final | 0.956 |
| Detailed router's first-iteration violation count | 25 |
| Final hold violation count | 0 |
| Adder Area Share | 0 |
| Finish-stage setup viols | 0 |
| Area fraction in mux cells | 0.0922 |
| XOR-XNOR Cells, Area Fraction | 0.0202 |
| Gate Area | 263 µm² |
| IR drop worst, VDD | 0.000445 V |
| Share of post-route cells with drive strength above 1 | 0.221 |
| Min Tclk post-route | 2010 ps |
| Pre-CTS worst setup slack | 74.9 ps |
| Cell area power density | 837 nW/µm² |
| Number of remaining DRC errors | 0 |
| N_diodes | 0 |
| Dominant flop cell | dfxtp_1 |
| Post-CTS Hold Fix Bufs | 0 |
| Area grow syn2layout | 59.7% |
| Setup crit start kind | input pin |
| Actual slew at the worst max-slew pin | 435 ps |
| Number of iterations in the first detailed-routing pass | 4 |
| Effective utilization at floorplan | 0.118 |
| Data required time at the worst endpoint | 1680 ps |
| Distinct cells, synth | 23 |
| Vias/cell | 3.65 |
| Drt total wl | roughly 1.2 mm |
| Max Transition Viols Final | 0 |
| Aoi/oai-family share of the synthesized area | 0.262 |
| Most area-consuming cells after synthesis | dfxtp_1 37%, mux2i_1 9.2%, nor2_1 6.1% |
| Setup repair after global routing missed its margin | no |
| Largest non-sequential cell family by area | AND-OR/OR-AND gates |
| Worst relative slew slack | 0.707 |
| Number of OpenROAD warnings | 25 |
| Worst clock skew on the final layout | 0.288 ps |
| Max Root-Sink Buffers | 2 |
| Cell area after synthesis | roughly 430 µm² |
| All-layer global routing usage | 0.0404 |
| Worst setup path class | in2out |
| Static leakage | 0.267 nW |
| GRT Residual Overflow | 0 |
| Cells after Synth | 48 |
| Number of global-route vias before repair | 441 |
| Share of flip-flops with an asynchronous set or reset | 0 |
| Top cells by instance count after synthesis | 8 x dfxtp_1, 7 x nor2_1, 4 x mux2i_1 |
| Cell type contributing the most total cell area after synthesis | dfxtp_1 |
| Horizontal die dimension | about 80 µm |
| Area of the core | approximately 3700 µm² |
| Clock-pin slew reported for the worst setup and hold paths after clock tree synthesis | ~40 ps |
| Synth top area share | 0.369 |
| Worst min-delay path class | reg2reg |
| Via Count | 423 |
| Yosys warnings | 1 |
| Setup Total Neg Slack | 0 ps |
| Number of placement rows | 22 |
| Wire length of the first global-routing pass | approximately 2.1 mm |
| Worst Setup End Kind | output pin |
| Average footprint of a synthesized cell | 9.05 µm² |
| EDFF count, synth | 0 |
| And+or+nand+nor area frac | 0.231 |
| Cell with the most instances after synthesis | dfxtp_1 |
| H-tree depth | 1 |
| I/O Buffers | 12 |
| Post-route total power | just under 0.6 mW |
| Critical path peak fanout | 2 |
==> path summary, 6_finish.rpt <==
path         slack [ps]              to  depth (start not counted)
min reg2reg         460  LASMAS$_DFF_P_                          1
min                 460  LASMAS$_DFF_P_                          1
max                  90          COMCYC                          4
max reg2reg         690   LGNT0$_DFF_P_                          5
==> logic make-up (layout without fill, tap and decap cells) <==
family / after synthesis / after routing
DFF: 8 / 8
AOI/OAI and AO/OA: 13 / 13
xor gates and xnor gates: 1 / 1
muxes: 4 / 4
and+or+nand+nor: 19 / 19
buffers and inverters: 3 / 23
==> critical path, cell delays in order <==
cell and delay, ps:
clkdlybuf4s50_1 530, a22oi_4 100, nand2_4 70, clkdlybuf4s50_1 470
==> cell usage in the layout (no fill, tap or decap), types with 2 or more instances in the layout <==
cell type	instances
nand2_1	2
or2_2	2
a21oi_1	3
nor4_1	2
nor2_1	7
mux2i_1	4
o21ai_0	2
dfxtp_1	8
clkbuf_8	3
nor3_1	2
inv_1	3
buf_4	5
clkdlybuf4s50_1	12
==> where the power goes <==
part / internal, mW / switching (mW) / leakage (nW) / total (mW)
registers: 0.186 / 0.0414 / 0.0658 / 0.227
logic: 0.111 / 0.0619 / 0.180 / 0.173
clock network: 0.124 / 0.0559 / 0.0216 / 0.180
total: 0.421 / 0.159 / 0.267 / 0.580
==> layer usage <==
layer	wire, µm	global-route usage	vias up
li1	-	-	217
met1	523	0.0511	189
met2	513	0.0588	17
met3	181	0.0275	0
met4	0	0.00170	0
met5	0	0	-
==> layout make-up <==
class | instances | area share
multi-input combinational | 37 | 0.379
inverter | 3 | 0.0162
timing repair buffer | 17 | 0.227
clock buffer | 3 | 0.0596
tap | 48 | 0.0866
sequential | 8 | 0.231
==> registers in the layout, summed over array words and instances, names as in the netlist <==
register	flops
LMAS	2
LASMAS	1
EDGE	1
LGNT1	1
LGNT0	1
LGNT3	1
LGNT2	1
==> stage by stage <==
step / utilization / std cells / hold slack [ps] / cell area (µm²)
floorplan: - / 48 / 421 / 434
global placement: 0.177 / 113 / 430 / 652
detailed placement: 0.177 / 113 / 438 / 652
CTS: 0.188 / 116 / 452 / 693
global route: 0.188 / 116 / 475 / 693
finish: 0.188 / 116 / 455 / 693
No activity file was given, so power comes from the tool's default toggle rates.
